File: run.sh
#!/bin/bash
# OpenROAD 26Q1-2900-gdf79404cd8, Yosys 0.63+post, stock flow scripts
make -C /OpenROAD-flow-scripts/flow DESIGN_CONFIG=/design/flow/config.mk WORK_HOME=/design/flow/orfs finish
File: config.mk
export PLATFORM = sky130hd
export DESIGN_NAME = mux_4to1
export DESIGN_NICKNAME = mux_4to1
export VERILOG_FILES = /design/flow/design.v
export SDC_FILE = /design/flow/constraint.sdc
export NUM_CORES = 4
export LEC_CHECK = 1
export CORE_AREA = 10 10 76 76
export DIE_AREA = 0 0 86 86
File: constraint.sdc
current_design mux_4to1

set clk_period 1.0
set clk_io_pct 0.2

create_clock -name clk0 -period $clk_period

set non_clock_inputs [all_inputs -no_clocks]
set_input_delay [expr $clk_period * $clk_io_pct] -clock clk0 $non_clock_inputs
set_output_delay [expr $clk_period * $clk_io_pct] -clock clk0 [all_outputs]
File: design.v
module mux_4to1 (y,a,b,c,d,sel);
  output reg [31:0] y;
  input wire [31:0] a,b,c,d;
  input wire[1:0]sel;
always@(*)
begin
  casez(sel)
    2'b00: y<=a;
    2'b01: y<=b;
    2'b10: y<=c;
    2'b11: y<=d;
    default: y<=1'bz;
  endcase
end
endmodule
==> impl_metrics.sql <==
-- metrics for the results database
INSERT INTO impl_metrics (metric_group, metric, value, unit) VALUES
('outcome', 'status', 'finished with violations', ''),
('outcome', 'failed_checks', 'setup timing', ''),
('power_and_ir_drop', 'cellInternalPower', '646', 'µW'),
('floorplan', 'floorplan.io_pins', '162', ''),
('timing', 'grt_setup_unrepaired', 'yes', ''),
('drt', 'remaining_drc_errors', '0', ''),
('floorplan', 'core_area', '4120', 'µm²'),
('power_and_ir_drop', 'power.density', '366', 'nW/µm²'),
('critical_path', 'timing.critical_path.slowest_cell_delay', '0.49', 'ns'),
('grt', 'globalRouteOverflowTotal', '0', ''),
('power_and_ir_drop', 'clock_power_share', '0', '%'),
('power_and_ir_drop', 'p_leak', '1.17', 'nW'),
('yosys', 'synth_warnings', '2', ''),
('critical_path', 'worst-setup-path-type', 'in2out', ''),
('power_and_ir_drop', 'comb_power_share', '100.0', '%'),
('yosys', 'top_cell_area_share', '82.9', '%'),
('drt', 'dr.pass1.iters', '4', ''),
('final_layout', 'nFlopsAndLatches', '0', ''),
('floorplan', 'floorplan.core_util', '19.8', '%'),
('critical_path', 'critical_path_arrival', '1.17', 'ns'),
('timing', 'hold_viol', '0', ''),
('grt', 'antenna_found_initial', '2', ''),
('run', 'number_of_max_cap_violations', '0', ''),
('critical_path', 'timing.critical_path.mode_cell', 'sky130_fd_sc_hd__buf_12', ''),
('timing', 'timing.final.ws_setup', '-0.371', 'ns'),
('floorplan', 'die_width', '86', 'µm'),
('yosys', 'synth.yosys.num_cells', '39', ''),
('drt', 'totalWireLength', '6100', 'µm'),
('yosys', 'netlist.top_cell.by_area', 'sky130_fd_sc_hd__mux4_2', ''),
('yosys', 'post_synth_main_area_contributors', 'sky130_fd_sc_hd__mux4_2 83%, sky130_fd_sc_hd__buf_12 7.4%, sky130_fd_sc_hd__mux4_1 6.5%, sky130_fd_sc_hd__buf_2 1.8%, sky130_fd_sc_hd__buf_6 1.4%', ''),
('final_layout', 'area_growth_syn_to_layout', '190', '%'),
('final_layout', 'fillCellCount', '414', ''),
('yosys', 'number_of_unique_standard_cell_types_used_by_synthesis', '5', ''),
('place', 'gpl.final_weighted_congestion', '0.885', ''),
('place', 'port_buffers', '162', ''),
('critical_path', 'crit_path_top_delay_cell', 'sky130_fd_sc_hd__mux4_2', ''),
('place', 'detailed_place_hpwl', '5300', 'µm'),
('yosys', 'yosysSeqAreaShare', '0', '%'),
('run', 'log.warning_count', '36', ''),
('timing', 'fmaxAchievable', '730', 'MHz'),
('final_layout', 'final-seq-area', '0', 'µm²'),
('timing', 'timing.final.setup_violations', '32', ''),
('drt', 'drt.antenna.violating_nets', '0', ''),
('critical_path', 'cp_cell_sequence', 'buf_12 -> buf_12 -> buf_8 -> mux4_2 -> buf_2', ''),
('power_and_ir_drop', 'switching_share', '25.5', '%'),
('timing', 'timing.final.crit_share', '137', '%'),
('worst_hold_path', 'min_path_type', 'in2out', ''),
('yosys', 'syn_avg_cell_area', '20.9', 'µm²'),
('yosys', 'synthesis.instances', '39', ''),
('yosys', 'syn_area', '815', 'µm²'),
('yosys', 'ys_area', '815', 'µm²'),
('power_and_ir_drop', 'design_power_total', '867', 'µW'),
('power_and_ir_drop', 'peakVddDrop', '0.163', 'mV'),
('timing', 'finalWorstPathRequiredPeriod', '1.37', 'ns'),
('critical_path', 'crit_path_end_kind', 'primary output', ''),
('grt', 'grt_first_pass_wirelength', '8910', 'µm'),
('critical_path', 'required_time_at_the_endpoint_of_the_critical_path', '0.80', 'ns'),
('critical_path', 'setup.worst_path.start_class', 'primary input', ''),
('final_layout', 'clock_buffer_cells', '0', ''),
('power_and_ir_drop', 'p_sw', '221', 'µW'),
('floorplan', 'die_area', '7400', 'µm²'),
('grt', 'first_global_vias', '1476', ''),
('clocking', 'cts-hold-fix-buffers', '0', ''),
('timing', 'worstMarginPinSlew', '0.106', 'ns'),
('floorplan', 'die_height', '86', 'µm'),
('timing', 'final.hold.worst_slack', '0.777', 'ns'),
('floorplan', 'core.rowCount', '23', ''),
('timing', 'relSlewSlack', '93.0', '%'),
('drt', 'route.detailed.wl_per_inst', '23.4', 'µm'),
('critical_path', 'critical_path_peak_fanout', '5', ''),
('drt', 'route.vias.total', '1245', ''),
('timing', 'slew_violations', '0', ''),
('drt', 'drt_first_iter_violations', '26', ''),
('grt', 'grt_util_all_layers', '16.0', '%'),
('drt', 'via_per_inst', '4.77', ''),
('grt', 'maximum_number_of_pins_on_one_net_before_global_route_repair', '17', ''),
('final_layout', 'proportion_of_layout_cells_with_a_drive_suffix_above_1', '38.8', '%'),
('power_and_ir_drop', 'power.sequential.fraction', '0', '%');
==> power groups by stage <==
stage | sequential, mW | combinational [mW] | clock (mW)
CTS | 0 | 0.878 | 0
global route | 0 | 0.936 | 0.000000267
finish | 0 | 0.867 | 0.000000267
==> layout make-up <==
class,count,area (µm²),share of cell area [%]
antenna,2,5.00,0.212
multi-input combinational,32,721,30.5
tap,50,62.6,2.64
timing repair buffer,177,1580,66.7
==> cells in the mapped netlist, drive strengths merged <==
| master | number |
|---|---|
| mux4 | 32 |
| buf | 7 |
==> per-stage QoR <==
stage | TNS, ns | instance area [µm²] | worst slack [ns] | util [%] | instances
2_1_floorplan | -2.75 | 823 | -0.0916 | - | 39
3_3_place_gp | -28.30 | 2470 | -0.909 | 60.0 | 247
3_5_place_dp | -28.42 | 2470 | -0.909 | 60.0 | 247
4_1_cts | -9.77 | 2340 | -0.362 | 56.9 | 258
5_1_grt | -10.66 | 2370 | -0.395 | 57.5 | 261
6_report | -9.64 | 2370 | -0.371 | 57.5 | 261
==> worst max-delay path: cells and delay by family <==
family,cells,cell delay [ns]
buf+inv,4,0.48
mux,1,0.49
==> routing by layer <==
layer  global-route usage (%)  vias up  routed length, µm
li1                         -      552                  -
met1                     16.8      588               1950
met2                     28.7      103               3250
met3                     9.06        2                885
met4                    0.599        0                 14
met5                        0        -                  0
==> cell usage in the layout, fill, tap and decap left out <==
cell type / n
sky130_fd_sc_hd__buf_12: 4
sky130_fd_sc_hd__buf_16: 3
sky130_fd_sc_hd__buf_2: 32
sky130_fd_sc_hd__buf_4: 3
sky130_fd_sc_hd__buf_6: 5
sky130_fd_sc_hd__buf_8: 1
sky130_fd_sc_hd__bufbuf_16: 1
sky130_fd_sc_hd__diode_2: 2
sky130_fd_sc_hd__dlygate4sd2_1: 126
sky130_fd_sc_hd__dlymetal6s2s_1: 2
sky130_fd_sc_hd__mux4_2: 32
==> path summary, 6_finish.rpt <==
kind	start	endpoint	slack [ns]	cells past startpoint
worst max-delay path	sel[0]	y[6]	-0.37	5
worst min-delay path	a[30]	y[30]	0.78	3
==> cell families (layout without fill, tap and decap cells) <==
group | Yosys count | after routing | share of synthesized area [%]
other cells | 0 | 2 | 0
mux | 32 | 32 | 89.4
buf+inv | 7 | 177 | 10.6
==> repair_timing <==
item / 4_1_cts / 5_1_grt
setup buffers: 7 / 1
setup endpoints to repair: 32 / 32
gates resized: 243 / 4
cloned: 4 / 0
hold endpoints to repair: 0 / 0
Power is estimated from default activity; no workload was simulated.
